File: flow/config.mk
export PLATFORM = sky130hd
export DESIGN_NAME = uart_rx
export DESIGN_NICKNAME = uart_rx
export VERILOG_FILES = /design/flow/design.v
export SDC_FILE = /design/flow/constraint.sdc
export NUM_CORES = 4
export LEC_CHECK = 1
export CORE_UTILIZATION = 30
File: flow/constraint.sdc
current_design uart_rx

set clk_period 1.9
set clk_io_pct 0.2

create_clock -name clk0 -period $clk_period [get_ports {clk}]

set non_clock_inputs [all_inputs -no_clocks]
set_input_delay [expr $clk_period * $clk_io_pct] -clock clk0 $non_clock_inputs
set_output_delay [expr $clk_period * $clk_io_pct] -clock clk0 [all_outputs]
File: flow/design.v
module uart_rx (
  input clk,  
  input rst,  
  input rx_in,  
  output reg [7:0] data_out,  
  output reg rx_valid  
);
  reg [3:0] state;  
  reg [3:0] bit_cnt;  
  reg [7:0] shift_reg;  
  reg parity_bit;  
  reg start_bit;  
  reg rx_busy;  
  localparam IDLE = 0, START = 1, DATA = 2, PARITY = 3, STOP = 4;
  always @(posedge clk or posedge rst) begin
    if (rst) begin
      state <= IDLE;
      bit_cnt <= 0;
      shift_reg <= 0;
      parity_bit <= 0;
      start_bit <= 1;
      rx_busy <= 0;
      data_out <= 0;
      rx_valid <= 0;
    end else begin
      case (state)
        IDLE: begin
          if (!rx_in) begin
            state <= START;
            shift_reg <= 0;
            bit_cnt <= 0;
            parity_bit <= 1;
            start_bit <= 0;
            rx_busy <= 1;
          end
        end
        START: begin
          bit_cnt <= bit_cnt + 1;
          if (bit_cnt == 1) begin
            state <= DATA;
          end
        end
        DATA: begin
          shift_reg <= {shift_reg[6:0], rx_in};
          parity_bit <= parity_bit ^ rx_in;
          bit_cnt <= bit_cnt + 1;
          if (bit_cnt == 8) begin
            state <= PARITY;
            bit_cnt <= 0;
          end
        end
        PARITY: begin
          bit_cnt <= bit_cnt + 1;
          if (bit_cnt == 1) begin
            if (parity_bit == rx_in) begin
              state <= STOP;
            end else begin
              state <= IDLE;
              rx_busy <= 0;
              start_bit <= 1;
            end
          end
        end
        STOP: begin
          bit_cnt <= bit_cnt + 1;
          if (bit_cnt == 2) begin
            state <= IDLE;
            rx_valid <= 1;
            rx_busy <= 0;
            start_bit <= 1;
            data_out <= shift_reg;
          end
        end
      endcase
    end
  end
endmodule
File: flow/run.sh
#!/bin/bash
# OpenROAD 26Q1-2900-gdf79404cd8, Yosys 0.63+post, stock flow scripts
make -C /OpenROAD-flow-scripts/flow DESIGN_CONFIG=/design/flow/config.mk WORK_HOME=/design/flow/orfs finish
==> flow_metrics.env <==
# flow metrics
export IMPL_status="completed"
export IMPL_yosys_warnings=1
export IMPL_fp_dieH_um=66.2
export IMPL_port_buffers=11
export IMPL_routed_via_density=4.92
export IMPL_drv_slew=0
export IMPL_htreeDepth=1
export IMPL_path_cells="inv_1, ha_1, and3_1, mux2_2"
export IMPL_layout_setup_ws_ps=207
export IMPL_syn_area_per_cell_um2=12.0
export IMPL_cts_tree="built"
export IMPL_clock_fmax_ghz=0.591
export IMPL_regArea_um2=677
export IMPL_hold_buffers=0
export IMPL_cts_repair_resized=0
export IMPL_drc=0
export IMPL_gp_congestion=0.820
export IMPL_totalPowerFinal_uw=2270
export IMPL_slew_headroom=0.695
export IMPL_layout_drive_gt1_share=0.214
export IMPL_grt_first_pass_wirelength_um=3670
export IMPL_crit_path_max_incr_delay_ps=450
export IMPL_clockBufferDepth=2
export IMPL_antenna_left=0
export IMPL_ys_flop_type="dfrtp_1"
export IMPL_dp_cells=161
export IMPL_rsz0062_at_grt="false"
export IMPL_grt_usage=0.111
export IMPL_cap_viol_max_count=0
export IMPL_leakage_uw=0.000656
export IMPL_clkPwrFrac=0.139
export IMPL_comb_power_share=0.408
export IMPL_internal_power_uw=1490
export IMPL_async_reset_ff_frac=1.00
export IMPL_fin_cells=165
export IMPL_hold_viol=0
export IMPL_ys_cells=103
export IMPL_diodes=0
export IMPL_pin_count=12
export IMPL_p_per_area_mw_per_mm2=1560
export IMPL_mi_logic_area_um2=500
export IMPL_syn2layout_area_growth_pct=17.5
export IMPL_cts_setup_buffers=0
export IMPL_hold_ws_ps=465
export IMPL_grt_pass1_vias=755
export IMPL_warning_count=28
export IMPL_setup_violations=0
export IMPL_clk_latency_ps=270
export IMPL_cp_buffers_inverters=1
export IMPL_grt_antenna_before_repair=0
export IMPL_switchingPower_uw=780
export IMPL_drtPass1Iterations=4
export IMPL_finalCritPeriodShare=0.891
export IMPL_synth_cell_area_mm2=0.00124
export IMPL_worstPathArrival_ps=1850
export IMPL_grt_overflow=0
export IMPL_post_route_min_period_ps=1690
export IMPL_vdd_drop_max_mv=0.863
export IMPL_hold_path_class="in -> async"
export IMPL_lay_top_count="dfrtp_1"
export IMPL_wire_per_inst_um=12.5
export IMPL_dp_hpwl_um=1450
export IMPL_ys_chip_area_mm2=0.00124
export IMPL_drt_iter0_drc=41
export IMPL_post_place_ws_ps=162
export IMPL_p_sw_frac=0.344
export IMPL_cp_slowest_cell="and3_1"
export IMPL_clkTransAtPathRegs_ps=90
export IMPL_skew_ps=5.46
export IMPL_grt_max_degree=28
export IMPL_cp_start_kind="flop"
export IMPL_seq_power_share=0.453
export IMPL_coreArea_mm2=0.00380
export IMPL_end_kind="flop"
export IMPL_final_setup_tns_ps=0
export IMPL_vias=812
export IMPL_cp_required_ps=2050
export IMPL_fill_cells=385
export IMPL_initCoreUtil=0.326
export IMPL_yosys_cell_types_count=36
export IMPL_cts_root_buf="clkbuf_8"
export IMPL_critical_path_top_delay_family="simple AND/OR/NAND/NOR gates"
export IMPL_worst_path_max_fanout=10
export IMPL_edf_count=0
export IMPL_chipWidth_um=66.2
export IMPL_synthCells=103
export IMPL_routed_wl_um=2070
export IMPL_crit_type="reg -> reg"
export IMPL_layout_top_cells="dfrtp_1 (26), clkdlybuf4s50_1 (11), mux2_2 (8), inv_1 (8)"
export IMPL_die_area_mm2=0.00439
export IMPL_cts_sinks=27
export IMPL_rows=22
export IMPL_cts_made_buffers=3
export IMPL_yosys_register_bits=27
export IMPL_ys_seq_share=0.547
export IMPL_worst_slew_pin_transition_ps=458
Yosys cell counts, drive strengths merged, types with 2 or more instances:
library cell / n / area (um^2)
buf: 4 / 26.3
nand2: 8 / 37.5
a22o: 8 / 71.3
mux2: 9 / 105
ha: 4 / 50.1
dfrtp: 26 / 651
o21ai: 6 / 30.0
a21oi: 4 / 20.0
or3: 2 / 18.8
inv: 8 / 30.0
nand3: 2 / 10.0
nor2: 4 / 15.0
final timing paths:
path                            slack (ps)          end  startpoint  cells past startpoint
worst min-delay path                   470     rx_valid         rst                      3
worst min register to register         480     rx_valid    rx_valid                      1
worst max register to register         210  data_out[3]  bit_cnt[0]                      4
max in group asynchronous             1140     state[0]         rst                      3
min in group clk0                      480     rx_valid    rx_valid                      1
worst max-delay path                   210  data_out[3]  bit_cnt[0]                      4
worst register-to-register path: stages (launching register included):
cell and delay, ps:
dfrtp_1 410, inv_1 130, ha_1 190, and3_1 450, mux2_2 390
kinds of logic (layout without fill, tap and decap cells):
| logic type | after synthesis | in the layout | synth area share |
|---|---|---|---|
| AOI/OAI and AO/OA | 26 | 26 | 0.168 |
| buffers and inverters | 13 | 27 | 0.0485 |
| muxes | 9 | 9 | 0.0849 |
| DFF | 27 | 27 | 0.547 |
| and+or+nand+nor | 22 | 22 | 0.0971 |
| adders and majority gates | 4 | 4 | 0.0404 |
| xor gates and xnor gates | 2 | 2 | 0.0142 |
stage by stage:
step	util	area, um^2
floorplan	-	1240
global placement	0.371	1410
detailed placement	0.371	1410
CTS	0.383	1450
global route	0.383	1450
finish	0.383	1450
layer usage:
layer	track usage	wire length [um]
met2	0.154	819
met3	0.0192	66
met4	0.0186	34
met1	0.188	1150
met5	0	0
area by class of cell:
class / instances / area share
flip-flops and latches: 27 / 0.466
multi-input cells: 63 / 0.344
repair buffers: 15 / 0.0964
well taps: 48 / 0.0413
clock buffers: 3 / 0.0284
inverters: 8 / 0.0207
clock inverters: 1 / 0.00344
power groups by stage:
stage	Clock, uW	Combinational, uW	Sequential, uW
4_1_cts	325	925	1030
5_1_grt	356	1030	1060
6_report	314	925	1030
No activity file was given, so power comes from the tool's default toggle rates.
