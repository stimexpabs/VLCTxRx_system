--- design/flow/design.v ---
module clk_divider (
  input clk_in,  
  output reg clk_out_1Hz,  
  output reg clk_out_9600Hz  
);
  reg [26:0] count_1Hz = 0;  
  reg [10:0] count_9600Hz = 0;  
  parameter DIV_1HZ = 100000000/1;  
  parameter DIV_9600HZ = 100000000/9600;  
  always @(posedge clk_in) begin
    count_1Hz <= count_1Hz + 1;  
    count_9600Hz <= count_9600Hz + 1;  
    if (count_1Hz == DIV_1HZ) begin
      clk_out_1Hz <= ~clk_out_1Hz;  
      count_1Hz <= 0;  
    end
    if (count_9600Hz == DIV_9600HZ) begin
      clk_out_9600Hz <= ~clk_out_9600Hz;  
      count_9600Hz <= 0;  
    end
  end
endmodule
--- design/flow/run.sh ---
#!/bin/bash
# OpenROAD 26Q1-2900-gdf79404cd8, Yosys 0.63+post, stock flow scripts
make -C /OpenROAD-flow-scripts/flow DESIGN_CONFIG=/design/flow/config.mk WORK_HOME=/design/flow/orfs finish
--- design/flow/config.mk ---
export PLATFORM = sky130hd
export DESIGN_NAME = clk_divider
export DESIGN_NICKNAME = clk_divider
export VERILOG_FILES = /design/flow/design.v
export SDC_FILE = /design/flow/constraint.sdc
export NUM_CORES = 4
export LEC_CHECK = 1
export CORE_AREA = 10 10 89 89
export DIE_AREA = 0 0 99 99
--- design/flow/constraint.sdc ---
current_design clk_divider

set clk_period 4.4
set clk_io_pct 0.2

create_clock -name clk0 -period $clk_period [get_ports {clk_in}]

set non_clock_inputs [all_inputs -no_clocks]
set_input_delay [expr $clk_period * $clk_io_pct] -clock clk0 $non_clock_inputs
set_output_delay [expr $clk_period * $clk_io_pct] -clock clk0 [all_outputs]
==> Slide: Implementation Results <==
Synthesis and Place & Route Summary

Final timing
  • Max-slew violation count: 0
  • Hold Fails Final Rpt: 0
  • Unrepaired setup endpoints after global routing: false
  • Setup Viol. Count Final: 0
  • Layout Skew: 2.807 ps
  • Fmax: 480.2 MHz
  • Tmin final: 2083 ps
  • Setup TNS: 0 ps
  • Fin crit share: 47.33%

Run
  • Max-cap violations: 0
  • OpenROAD warning count: 26

Power and ir drop
  • Reg power frac: 64.7%
  • Net Sw Frac: 18.86%
  • Internal power: 319.2 uW
  • Clk pwr share: 35.3%
  • NetSw: 74.22 uW
  • Leak: 0.0004404 uW
  • Power per Cell Area: 283.3 mW/mm2
  • Comb pwr share: 0%
  • Peak VDD IR: 211.8 uV

Global routing
  • Vias in the first global route: 870
  • First-pass GRT wire length: 3995 um
  • Largest net degree at the start of global routing: 16
  • Grt ovf: 0
  • GR Util All Layers: 4.698%
  • Antenna violations before repair: 0

Synth
  • Yosys Chip Area: 0.001255 mm2
  • Post-Syn Area: 0.001255 mm2
  • Syn_area_per_cell: 9.296 um2
  • Yosys top cell by area: dfxtp_1
  • Syn Inst Count: 135
  • Post-synthesis sequential area ratio: 45.46%
  • Cell Type Count: 33
  • Post-synth top area share: 43.07%
  • Most area-consuming cells after synthesis: dfxtp_1 (43%), xnor2_1 (10%), nor2_1 (5.1%)
  • Yosys Instances: 135
  • Post-synth regs: 28
  • Yosys Warn Count: 1

Die
  • Die area: 0.009801 mm2
  • Die H: 99 um
  • Initial Utilization: 20.95%
  • Die Span X: 99 um
  • # rows: 28
  • Core area: 0.005991 mm2
  • I/O pin total: 3

Placed design
  • Dpl cells: 208
  • Buffers added on ports: 1
  • Final HPWL DP: 1553 um
  • Gpl congestion: 0.8046

Run status
  • Run status: finished, final reports clean

Layout
  • Gate Area: 643.1 um2
  • Highest-count logic cell in the final layout: dfxtp_1
  • Layout cells sized above 1: 6.569%
  • Fillers: 631
  • Top cells excl fill/tap: dfxtp_1 (27), nor2_1 (17), xnor2_1 (15)
  • Area growth, synth to finish: 10.67%
  • Layout Cells excl Fill: 212
  • Flop area: 570.5 um2

Clock tree
  • CTS clk-pin slew, worst paths: 90 ps
  • Post-CTS Setup Bufs: 0
  • Root Buffer: clkbuf_8
  • Total CTS buffers: 3
  • Clock Sinks: 28
  • Post_cts resized: 0
  • Cts hold-fix bufs: 0
  • CTS tree: yes
  • H-Tree Depth: 1
  • Maximum root-to-sink buffer count: 2
  • Latency at later pin: 270 ps

Route
  • DR vias: 892
  • DRT iter0 DRCs: 54
  • Remaining DRCs: 0
  • DRT Pass-1 Iters: 4
  • Diodes inserted: 0
  • DRT Wirelength: 2169 um
  • DRT antenna net count: 0
  • WL/cell: 10.23 um
  • Vias per cell: 4.208

Worst setup path
  • Crit path kind: flip-flop to flip-flop
  • WP data arrival: 2250 ps
  • Crit path max fanout: 6
  • Required time of the critical path: 4560 ps
  • Crit end category: flip-flop
  • Flop2flop setup slack: 2320 ps
  • Startpoint type of the worst setup path: flip-flop

Min path
  • Worst hold path type: flip-flop to flip-flop
==> registers in the layout (all words and copies together), names as in the netlist <==
register / cells
clk_out_1Hz: 1
count_1Hz: 27
==> cells by family (layout without fill, tap and decap cells) <==
| logic type | after synthesis | count (layout) | synth area share [%] |
|---|---|---|---|
| AOI/OAI and AO/OA | 4 | 4 | 1.594 |
| adders and majority gates | 2 | 2 | 1.994 |
| and+or+nand+nor | 69 | 69 | 31.61 |
| other | 1 | 1 | 0.2988 |
| xor gates and xnor gates | 20 | 20 | 13.96 |
| muxes | 2 | 2 | 1.794 |
| buffers and inverters | 9 | 11 | 3.290 |
| DFF | 28 | 28 | 45.46 |
==> routing by layer <==
| metal | vias to the layer above | wire length (um) | share of wire, % | track usage (%) |
|---|---|---|---|---|
| li1 | 472 | - | - | - |
| met1 | 403 | 1189 | 55 | 6.761 |
| met2 | 15 | 860 | 40 | 7.164 |
| met3 | 2 | 96 | 4.4 | 1.128 |
| met4 | 0 | 22 | 1.0 | 0.5513 |
| met5 | - | 0 | 0 | 0 |
==> worst paths after layout <==
path,startpoint,to,cells after the start
setup / recovery,count_1Hz[5]$_SDFF_PN0_,count_1Hz[25]$_SDFF_PN0_,5
hold / removal,count_1Hz[0]$_SDFF_PN0_,count_1Hz[0]$_SDFF_PN0_,1
setup reg to reg,count_1Hz[5]$_SDFF_PN0_,count_1Hz[25]$_SDFF_PN0_,5
hold reg to reg,count_1Hz[0]$_SDFF_PN0_,count_1Hz[0]$_SDFF_PN0_,1
==> worst max-delay path: stages (launching register included) <==
cell and delay (ps):
dfxtp_1 430, nand4_1 220, or3_1 480, or3_4 440, nor2_2 90, mux2_1 310
==> cell usage after synthesis <==
cell	number
a21oi_1	1
and2_1	1
and3_1	2
and4_1	6
buf_2	3
buf_4	1
conb_1	1
dfxtp_1	27
edfxtp_1	1
ha_1	2
inv_1	5
mux2_1	1
mux2_2	1
nand2_1	8
nand3_1	7
nand3_2	1
nand3b_1	2
nand4_1	9
nand4b_1	1
nor2_1	17
nor2_2	1
nor2b_1	1
nor3_1	4
nor3b_1	1
nor4_1	2
nor4_2	1
nor4b_1	2
o21ai_0	2
o21ai_1	1
or3_1	2
or3_4	1
xnor2_1	15
xor2_1	5
==> power groups by stage <==
stage,clock network (uW),registers [uW],logic (uW)
finish,139,254,0.0394
global route,155,255,0.112
CTS,144,254,0.0685
==> cell type report <==
cell class              count  share of cell area, %
clock buffers               4                  3.243
inverters                   5                  1.351
multi-input cells          98                  46.31
flip-flops and latches     28                  41.08
well taps                  75                  6.757
repair buffers              2                  1.261
==> metrics by stage <==
| step | total power [uW] | hold slack, ps | cell area, um2 | utilization, % | setup WS [ps] |
|---|---|---|---|---|---|
| final | 393.4 | 495.6 | 1389 | 23.18 | 2317 |
| after global routing | 409.3 | 525.8 | 1389 | 23.18 | 2171 |
| after CTS | 398.4 | 494.0 | 1389 | 23.18 | 2333 |
| after detailed placement | 260.4 | 465.5 | 1344 | 22.43 | 2357 |
| after global placement | 260.5 | 484.2 | 1344 | 22.43 | 2361 |
| after floorplan | 261.0 | 441.1 | 1255 | - | 2470 |
Power is estimated from default activity; no workload was simulated.
