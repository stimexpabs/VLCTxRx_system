==> ./constraint.sdc <==
current_design ram_1024x8

set clk_period 44.5
set clk_io_pct 0.2

create_clock -name clk0 -period $clk_period [get_ports {clk}]

set non_clock_inputs [all_inputs -no_clocks]
set_input_delay [expr $clk_period * $clk_io_pct] -clock clk0 $non_clock_inputs
set_output_delay [expr $clk_period * $clk_io_pct] -clock clk0 [all_outputs]
==> ./design.v <==
module ram_1024x8 (
  input clk,  
  input we,  
  input [9:0] addr,  
  input [7:0] din,  
  output reg [7:0] dout  
);
  reg [7:0] ram [0:1023];  
  always @(posedge clk) begin
    if (we) begin
      ram[addr] <= din;  
    end else begin
      dout <= ram[addr];  
    end
  end
endmodule
==> ./run.sh <==
#!/bin/bash
# OpenROAD 26Q1-2900-gdf79404cd8, Yosys 0.63+post, stock flow scripts
make -C /OpenROAD-flow-scripts/flow DESIGN_CONFIG=/design/flow/config.mk WORK_HOME=/design/flow/orfs finish
==> ./config.mk <==
export PLATFORM = sky130hd
export DESIGN_NAME = ram_1024x8
export DESIGN_NICKNAME = ram_1024x8
export VERILOG_FILES = /design/flow/design.v
export SDC_FILE = /design/flow/constraint.sdc
export NUM_CORES = 4
export LEC_CHECK = 1
export CORE_UTILIZATION = 30
export SYNTH_MEMORY_MAX_BITS = 65536
==> flow_metrics.env <==
# physical design summary
export IMPL_status="finished clean"
export IMPL_synth_area_leader_cell="edfxtp_1"
export IMPL_via_per_inst=5.085
export IMPL_finalMaxSlewViolations=0
export IMPL_h_tree_depth=6
export IMPL_design_area_sq_um=360300
export IMPL_synth_cell_types=57
export IMPL_area_growth_syn_to_layout_pct=14.05
export IMPL_synth_async_reset_ratio_pct=0
export IMPL_cpPeakStageDelay_ns=0.85
export IMPL_firstDrtPassIters=5
export IMPL_grt_overflow=0
export IMPL_grtUsageTotal_pct=18.07
export IMPL_grtUsageMet2_pct=25.63
export IMPL_placed_cell_area_sq_um=334900
export IMPL_path_clk_slew_ns=0.06
export IMPL_path_cells="buf_16 -> buf_4 -> buf_4 -> buf_4 -> buf_4 -> buf_12 -> buf_4 -> buf_4 -> buf_12 -> buf_4 -> mux2i_1 -> o22ai_1 -> nor4_1 -> buf_4 -> nand3_1 -> nand4_1 -> nand3_1 -> or4_1"
export IMPL_final_cells=31490
export IMPL_setup_viol=0
export IMPL_top_usage_layer="met2"
export IMPL_grt_pass1_vias=170100
export IMPL_endpoint_kind="flip-flop"
export IMPL_fp_coreArea_sq_um=1049000
export IMPL_numCtsBuffers=796
export IMPL_std_cell_rows=376
export IMPL_ys_flops=8200
export IMPL_cts_sinks=8200
export IMPL_setup_tns_ns=0
export IMPL_hold_buffers=0
export IMPL_drive_gt1_share_pct=16.63
export IMPL_met3_usage_pct=16.37
export IMPL_grt_max_degree=147
export IMPL_fin_crit_sh_pct=38.34
export IMPL_cpMostUsedCell="buf_4"
export IMPL_grt_pass1_wl_um=1274000
export IMPL_startpoint_type="input port"
export IMPL_synth_chip_area_sq_um=315900
export IMPL_post_cts_buffers=0
export IMPL_yosysCellCount=16240
export IMPL_cts_tree="built"
export IMPL_max_slew_margin_rel_pct=4.745
export IMPL_whs_path_depth=5
export IMPL_clockBufferDepth=4
export IMPL_crit_type="input port to flip-flop"
export IMPL_syn_area_sq_um=315900
export IMPL_drc_errors=0
export IMPL_edf_count=8200
export IMPL_drtIter0Drc=11110
export IMPL_cts_resized_gates=0
export IMPL_lay_top_cells="edfxtp_1, mux2i_1, nor2_1, mux4_2, o22ai_1"
export IMPL_max_cap_viol_count=0
export IMPL_synthFlopType="edfxtp_1"
export IMPL_port_buffers=27
export IMPL_postSynthCellCount=16240
export IMPL_ys_seq_share_pct=77.95
export IMPL_dpl_hpwl_um=557300
export IMPL_cp_max_fo=92
export IMPL_io_pins=28
export IMPL_rsz0062_at_grt="false"
export IMPL_hold_class="flip-flop to flip-flop"
export IMPL_warnings=57
export IMPL_crit_arrival_ns=18.00
export IMPL_final_setup_skew_ns=0.1033
export IMPL_vias=160200
export IMPL_maxClockFrequency_ghz=0.05862
export IMPL_leakage_nw=114.1
export IMPL_clkLatencyLatePin_ns=1.20
export IMPL_wire_per_inst_um=28.84
export IMPL_final_hold_violation_count=0
export IMPL_clk_root_buffer_cell="clkbuf_16"
export IMPL_synth_top_cell_area_share_pct=77.95
export IMPL_fill_cells=96080
export IMPL_power_density_nw_per_um2=43.65
export IMPL_place_inst=29920
export IMPL_gp_congestion=0.8990
export IMPL_final_antenna_net_count=0
export IMPL_vdd_drop_max_mv=0.04298
export IMPL_die_area_sq_um=1057000
export IMPL_antenna_found_initial=85
export IMPL_ys_warn_count=1
export IMPL_yosys_top_cells_area="edfxtp_1, mux2i_1, mux4_2, o22ai_1, nor2_1"
export IMPL_critPathSlowestCell="nor4_1"
export IMPL_syn_avg_cell_area_sq_um=19.46
export IMPL_final_layout_top_logic_cell="edfxtp_1"
export IMPL_die_h_um=1028
export IMPL_use_met1_pct=18.82
export IMPL_die_w_um=1028
export IMPL_reg2reg_depth=7
export IMPL_wl_um=908100
export IMPL_cp_required_ns=45.44
export IMPL_layout_min_cycle_time_ns=17.06
export IMPL_initCoreUtil_pct=30.13
export IMPL_worst_pin_slew_ns=1.427
-- flip-flops by register name (all words and copies together) (netlist names) --
register,flops
dout,8
ram,8192
-- routing by layer --
metal / share of wire (%) / vias to the layer above
met5: 0.28 / -
met4: 4.4 / 209
met3: 20 / 1902
met2: 44 / 9855
met1: 31 / 80530
li1: - / 67650
-- critical path, delay by kind of cell --
kind,cells,cell delay (ns)
buffers and inverters,11,6.18
and+or+nand+nor,5,2.05
AOI/OAI and AO/OA,1,0.10
muxes,1,0.31
-- power by group --
group	total, mW	switching [mW]	internal, mW
sequential	8.51	0.00558	8.50
clock	6.52	2.91	3.61
combinational	0.700	0.492	0.208
-- through the flow --
stage	util (%)	worst slack, ns	hold WS (ns)	total power [mW]
after floorplan	-	32.85	0.8405	9.013
after global placement	31.93	26.33	1.150	9.364
after detailed placement	31.93	26.22	1.124	9.369
after CTS	34.33	27.47	1.179	15.80
after global routing	34.34	27.10	1.243	16.14
final	34.36	27.44	1.169	15.73
-- final timing paths --
check	from	endpoint	slack (ns)
setup / recovery	addr[1]	dout[1]	27.44
hold / removal	ram[846][3]	dout[3]	1.17
setup reg to reg	ram[550][5]	dout[5]	39.92
hold reg to reg	ram[846][3]	dout[3]	1.17
-- area by class of cell --
cell class / instances / area, sq um / share of cell area [%]
antenna: 125 / 312.8 / 0.08682
inverter: 2 / 7.507 / 0.002084
multi-input combinational: 6971 / 64990 / 18.04
sequential: 8200 / 246200 / 68.35
clock inverter: 461 / 4314 / 1.197
tap: 13990 / 17500 / 4.857
timing repair buffer: 759 / 6150 / 1.707
clock buffer: 988 / 20770 / 5.764
-- kinds of logic after synthesis --
family	count (synthesis)	share of synthesized area, %
AOI/OAI and AO/OA	1652	3.447
buffers and inverters	1064	1.627
DFF	8200	77.95
muxes	3242	14.10
and+or+nand+nor	2077	2.880
-- cell usage after synthesis (all sizes together), types with 72 or more instances --
master,number
o22ai,878
nand3,159
edfxtp,8200
clkbuf,411
mux4,964
nor2,1226
o2111ai,74
nand2,260
o21ai,179
nor4,243
a22oi,222
nor3,72
a21oi,95
buf,651
mux2i,2255
No activity file was given, so power comes from the tool's default toggle rates.
